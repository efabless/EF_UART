## /design/flow/design.v

```verilog
`timescale			1ns/1ps
`default_nettype		none
module EF_UART #(parameter  MDW = 9,         
                                FAW = 4,         
                                SC = 8,          
                                GFLEN = 8        
) (
    input   wire            clk,
    input   wire            rst_n,
    input   wire [15:0]     prescaler,
    input   wire            en,
    input   wire            tx_en,
    input   wire            rx_en,
    input   wire            rd,
    input   wire            wr,
    input   wire [MDW-1:0]  wdata,
    input   wire [3:0]      data_size,           
    input   wire            stop_bits_count,     
    input   wire [2:0]      parity_type,         
    input   wire [3:0]      txfifotr,
    input   wire [3:0]      rxfifotr,
    input   wire [MDW-1:0]  match_data,
    input   wire [5:0]      timeout_bits,
    input   wire            loopback_en,
    input   wire            glitch_filter_en,
    input   wire            tx_fifo_flush,
    input   wire            rx_fifo_flush,
    output  wire            tx_empty,
    output  wire            tx_full,
    output  wire [FAW-1:0]  tx_level,
    output  wire            tx_level_below,
    output  wire [MDW-1:0]  rdata,
    output  wire            rx_empty,
    output  wire            rx_full,
    output  wire [FAW-1:0]  rx_level,
    output  wire            rx_level_above,
    output  wire            break_flag,
    output  wire            match_flag,
    output  wire            frame_error_flag,
    output  wire            parity_error_flag,
    output  wire            overrun_flag,
    output  wire            timeout_flag,
    input   wire            rx,
    output  wire            tx
);
    (* keep *) wire        tx_done;
    (* keep *) wire        rx_done;
    wire        b_tick;
    wire [MDW-1:0]  tx_data;
    wire [MDW-1:0]  rx_data;
    parameter FIFO_DW = MDW;
    wire        rx_synched;
    wire        rx_filtered;
    wire        rx_in;
    ef_util_sync rx_sync (
        .clk(clk),
        .in(rx),
        .out(rx_synched)
    );
    ef_util_glitch_filter #(.N(GFLEN)) rx_glitch_filter (
        .clk(clk),
        .rst_n(rst_n),
        .en(glitch_filter_en),
        .in(rx_synched),
        .out(rx_filtered)
    );
    assign rx_in =  loopback_en         ? tx            : 
                    glitch_filter_en    ? rx_filtered   : 
                    rx_synched;
    BAUDGEN buad_gen (
        .clk(clk),
        .rst_n(rst_n),
        .prescale(prescaler),
        .en(en),
        .baudtick(b_tick)
    );
    ef_util_fifo #(.DW(FIFO_DW), .AW(FAW)) fifo_tx (
        .clk(clk),
        .rst_n(rst_n),
        .rd(tx_done),
        .wr(wr),
        .wdata(wdata),
        .empty(tx_empty),
        .full(tx_full),
        .rdata(tx_data),
        .level(tx_level),
        .flush(tx_fifo_flush)
    );
    UART_TX #(.MDW(MDW), .NUM_SAMPLES(SC)) uart_tx (
        .clk(clk),
        .resetn(rst_n),
        .tx_start(~tx_empty),
        .b_tick(b_tick & tx_en),
        .data_size(data_size),
        .parity_type(parity_type),
        .stop_bits_count(stop_bits_count),
        .d_in(tx_data),
        .tx_done(tx_done),
        .tx(tx)
    );
    ef_util_fifo #(.DW(FIFO_DW), .AW(FAW)) fifo_rx (
        .clk(clk),
        .rst_n(rst_n),
        .rd(rd),
        .wr(rx_done),
        .wdata(rx_data),
        .empty(rx_empty),
        .full(rx_full),
        .rdata(rdata),
        .level(rx_level),
        .flush(rx_fifo_flush)
    );
    UART_RX #(.MDW(MDW), .NUM_SAMPLES(SC)) uart_rx (
        .clk(clk),
        .resetn(rst_n),
        .b_tick(b_tick & rx_en),
        .data_size(data_size),
        .parity_type(parity_type),
        .stop_bits_count(stop_bits_count),
        .match_data(match_data),
        .rx(rx_in),
        .break_flag(break_flag),
        .match_flag(match_flag),
        .parity_error(parity_error_flag),
        .frame_error(frame_error_flag),
        .rx_done(rx_done),
        .dout(rx_data)
    );
    reg [5:0]   bits_count;
    reg [4:0]   samples_count;
    always @ (posedge clk, negedge rst_n) begin
        if(!rst_n) begin
            bits_count <= 0;
            samples_count <= 0;
        end
        else if(b_tick)
            if(rx_done) bits_count <= 0;
            else if(samples_count == (SC - 1)) begin
                samples_count <= 0;
                if(timeout_flag)
                    bits_count <= 0;
                else
                    bits_count <= bits_count + 1;
            end else
                samples_count <= samples_count + 1'b1;
    end
    assign tx_level_below = (tx_level < txfifotr) & ~tx_full;
    assign rx_level_above = (rx_level > rxfifotr) | rx_full;
    assign overrun_flag = rx_full & rx_done;
    assign timeout_flag = (bits_count == timeout_bits);
endmodule
module BAUDGEN
(
    input   wire        clk,
    input   wire        rst_n,
    input   wire [15:0] prescale, 
    input   wire        en,
    output  wire        baudtick
);
    reg [15:0]  count_reg;
    wire [15:0] count_next;
    always @ (posedge clk, negedge rst_n) begin
        if(!rst_n)
            count_reg <= 0;
        else if(en)
            count_reg <= count_next;
    end
    assign count_next = ((count_reg == prescale) ? 0 : count_reg + 1'b1);
    assign baudtick = ((count_reg == prescale) ? 1'b1 : 1'b0);
endmodule
module UART_RX #(parameter NUM_SAMPLES = 16, MDW = 8)(
    input   wire            clk,
    input   wire            resetn,
    input   wire            b_tick,              
    input   wire [3:0]      data_size,           
    input   wire            stop_bits_count,     
    input   wire [2:0]      parity_type,         
    input   wire            rx,                  
    input   wire [MDW-1:0]  match_data,
    output  reg             rx_done,             
    output  wire            parity_error,        
    output  wire            frame_error,         
    output  wire            break_flag,          
    output  wire            match_flag,
    output  wire [MDW-1:0]  dout                 
);
    localparam [2:0] idle_st    = 3'b000;
    localparam [2:0] start_st   = 3'b001;
    localparam [2:0] data_st    = 3'b010;
    localparam [2:0] parity_st  = 3'b011;
    localparam [2:0] stop0_st   = 3'b100;
    localparam [2:0] stop1_st   = 3'b101;
    reg [2:0]   current_state;
    reg [2:0]   next_state;
    reg [3:0]   b_reg;             
    reg [3:0]   b_next;
    reg [3:0]   count_reg;         
    reg [3:0]   count_next;
    reg [8:0]   data_reg;          
    reg [8:0]   data_next;
    reg         p_error_reg;
    reg         p_error_next;
    reg         f_error_reg;
    reg         f_error_next;
    always @ (posedge clk, negedge resetn) begin
        if(!resetn) begin
            current_state <= idle_st;
            b_reg <= 0;
            count_reg <= 0;
            data_reg <= 0;
            p_error_reg <= 0;
        end else begin
            current_state <= next_state;
            b_reg <= b_next;
            count_reg <= count_next;
            data_reg <= data_next;
            if(current_state == idle_st) 
                p_error_reg <= 0;
            else 
                if(p_error_next) 
                    p_error_reg <= p_error_next;
            if(current_state == idle_st) 
                    f_error_reg <= 0;
                else 
                    if(f_error_next) 
                        f_error_reg <= f_error_next;
        end
    end
    always @* begin
        next_state = current_state;
        b_next = b_reg;
        count_next = count_reg;
        data_next = data_reg;
        rx_done = 1'b0;
        p_error_next = 1'b0;
        f_error_next = 1'b0;
        case(current_state)
            idle_st:
                if(~rx & b_tick)
                begin
                    next_state = start_st;
                    b_next = 0;
                end
            start_st:
                if(b_tick)
                    if(b_reg == (NUM_SAMPLES/2 - 1)) begin
                        next_state = data_st;
                        b_next = 0;
                        count_next = 0;
                    end else
                        b_next = b_reg + 1'b1;
            data_st:
                if(b_tick)
                    if(b_reg == (NUM_SAMPLES - 1)) begin
                        b_next = 0;
                        data_next = {rx, data_reg [(MDW-1):1]};
                        if(count_next == (data_size - 1)) 
                            if(parity_type == 3'b000)         
                                next_state = stop0_st;
                            else
                                next_state = parity_st;
                        else
                            count_next = count_reg + 1'b1;
                    end else
                        b_next = b_reg + 1;
            parity_st:
                if(b_tick)
                    if(b_reg == (NUM_SAMPLES - 1)) begin
                        b_next = 0;
                        next_state = stop0_st;
                        case (parity_type)
                            3'b001 :  
                                if(~^dout != rx) p_error_next = 1;
                            3'b010 :  
                                if(^dout != rx) p_error_next = 1;
                            3'b100 :  
                                if(1'b0 != rx) p_error_next = 1;
                            3'b101 :  
                                if(1'b1 != rx) p_error_next = 1;
                        endcase
                    end else
                        b_next = b_reg + 1;  
            stop0_st:
                if(b_tick)
                    if(b_reg == (NUM_SAMPLES - 1)) begin 
                        b_next = 0;
                        if(!rx) f_error_next = 1;
                        if(stop_bits_count)          
                            next_state = stop1_st;
                        else begin                   
                            next_state = idle_st;
                            rx_done = 1'b1;
                        end
                    end else
                        b_next = b_reg + 1;
            stop1_st:
                if(b_tick)
                    if(b_reg == (NUM_SAMPLES - 1)) begin  
                        b_next = 0;
                        next_state = idle_st;
                        rx_done = 1'b1;
                        if(!rx) f_error_next = 1;
                    end else
                        b_next = b_reg + 1;
        endcase
    end
    reg [11:0] brk;
    always @ (posedge clk, negedge resetn) begin
        if(!resetn) 
            brk <= 12'hFFF;
        else if(b_tick)
            if(b_reg == (NUM_SAMPLES - 1)) begin
                if(current_state == idle_st)
                    brk <= 12'hFFF;
                else
                    brk <= {brk[10:0], rx};
            end
    end
    assign      dout            =   data_reg >> (9-data_size);
    assign      parity_error    =   p_error_reg & rx_done;
    assign      frame_error     =   f_error_reg & rx_done;
    assign      break_flag      =   (brk == 0);
    assign      match_flag      =   (match_data == dout) & rx_done;
endmodule
module UART_TX #(parameter NUM_SAMPLES = 16, MDW = 8)(
    input   wire                clk,
    input   wire                resetn,
    input   wire                tx_start,        
    input   wire                b_tick,              
    input   wire [3:0]          data_size,           
    input   wire                stop_bits_count,     
    input   wire [2:0]          parity_type,         
    input   wire [MDW-1:0]      d_in,                
    output  reg                 tx_done,             
    output  wire                tx                   
);
    localparam [2:0] idle_st    = 3'b000;
    localparam [2:0] start_st   = 3'b001;
    localparam [2:0] data_st    = 3'b010;
    localparam [2:0] parity_st  = 3'b011;
    localparam [2:0] stop0_st   = 3'b100;
    localparam [2:0] stop1_st   = 3'b101;
    reg [2:0]   current_state;
    reg [2:0]   next_state;
    reg [3:0]   b_reg;           
    reg [3:0]   b_next;
    reg [3:0]   count_reg;       
    reg [3:0]   count_next;
    reg [8:0]   data_reg;        
    reg [8:0]   data_next;
    reg         tx_reg;          
    reg         tx_next;
    wire [MDW-1:0] pdata = (d_in) & ~({MDW{1'b1}} << data_size);
    always @(posedge clk, negedge resetn) begin
        if(!resetn) begin
            current_state   <= idle_st;
            b_reg           <= 0;
            count_reg       <= 0;
            data_reg        <= 0;
            tx_reg          <= 1'b1;
        end else begin
            current_state   <= next_state;
            b_reg           <= b_next;
            count_reg       <= count_next;
            data_reg        <= data_next;
            tx_reg          <= tx_next;
        end
    end
    always @* begin
        next_state  =   current_state;
        tx_done     =   1'b0;
        b_next      =   b_reg;
        count_next  =   count_reg;
        data_next   =   data_reg;
        tx_next     =   tx_reg;
        case(current_state)
            idle_st: begin
                tx_next = 1'b1;
                if(tx_start) begin
                    next_state = start_st;
                    b_next = 0;
                    data_next = d_in;
                end
            end
            start_st: begin  
                tx_next = 1'b0;
                if(b_tick)
                    if(b_reg == (NUM_SAMPLES)) begin
                        next_state = data_st;
                        b_next = 0;
                        count_next = 0;
                    end
                    else
                        b_next = b_reg + 1;
            end
            data_st: begin  
                tx_next = data_reg[0];
                if(b_tick)
                    if(b_reg == (NUM_SAMPLES - 1)) begin
                        b_next = 0;
                        data_next = data_reg >> 1;
                        if(count_next == (data_size - 1)) 
                            if(parity_type == 3'b000)         
                                next_state = stop0_st;
                            else
                                next_state = parity_st;
                        else
                            count_next = count_reg + 1;
                    end
                    else
                        b_next = b_reg + 1;
            end
            parity_st: begin
                tx_next = 1'b0;
                case (parity_type)
                    3'b001 :  
                        tx_next = ~^pdata;
                    3'b010 :  
                        tx_next = ^pdata;
                    3'b100 :  
                        tx_next = 0;
                    3'b101 :  
                        tx_next = 1;
                endcase
                if(b_tick)
                    if(b_reg == (NUM_SAMPLES - 1)) begin
                        b_next = 0;
                        next_state = stop0_st;
                    end else
                        b_next = b_reg + 1;
            end
            stop0_st: begin  
                tx_next = 1'b1;
                if(b_tick)
                    if(b_reg == (NUM_SAMPLES - 1)) begin
                        b_next = 0;
                        if(stop_bits_count)          
                                next_state = stop1_st;
                        else begin                   
                            next_state = idle_st;
                            tx_done = 1'b1;
                        end        
                    end
                    else
                        b_next = b_reg + 1;
            end
            stop1_st: begin
                tx_next = 1'b1;
                if(b_tick)
                    if(b_reg == (NUM_SAMPLES - 1)) begin  
                        b_next = 0;
                        next_state = idle_st;
                        tx_done = 1'b1;
                    end else
                        b_next = b_reg + 1;
            end
        endcase
    end
    assign tx = tx_reg;
endmodule
```

## /design/flow/run.sh

```bash
#!/bin/bash
# OpenROAD 26Q1-2900-gdf79404cd8, Yosys 0.63+post, stock flow scripts
make -C /OpenROAD-flow-scripts/flow DESIGN_CONFIG=/design/flow/config.mk WORK_HOME=/design/flow/orfs finish
```

## /design/flow/config.mk

```make
export PLATFORM = sky130hd
export DESIGN_NAME = BAUDGEN
export DESIGN_NICKNAME = BAUDGEN
export VERILOG_FILES = /design/flow/design.v
export SDC_FILE = /design/flow/constraint.sdc
export NUM_CORES = 4
export LEC_CHECK = 1
export CORE_AREA = 10 10 103 103
export DIE_AREA = 0 0 113 113
```

## /design/flow/constraint.sdc

```tcl
current_design BAUDGEN

set clk_period 3.1
set clk_io_pct 0.2

create_clock -name clk0 -period $clk_period [get_ports {clk}]

set non_clock_inputs [all_inputs -no_clocks]
set_input_delay [expr $clk_period * $clk_io_pct] -clock clk0 $non_clock_inputs
set_output_delay [expr $clk_period * $clk_io_pct] -clock clk0 [all_outputs]
```

==> impl_metrics.csv <==
group,metric,value,unit
route,avgRoutedWirePerCell,11.72,µm
die,die_area,12770,µm²
layout,layout-drive-gt1-share,11.03,%
layout,syn_to_final_growth,31.83,%
clock_network,clock_sinks,16,
yosys,avgSynthCellArea,9.395,µm²
yosys,syn_area,1109,µm²
sta,clock-skew-final,0.001550,ns
die,pin_count,20,
sta,fin_crit_sh,95.55,%
global_routing,antenna_found_initial,0,
job,warning_count,25,
worst_setup_path,cp.required,2.48,ns
route,drc_errors,0,
layout,largest_reg_flops,16,
status,status,"complete, no violations",
power,power_density,421.7,nW/µm²
global_routing,grt_pass1_wl,4636,µm
yosys,yosysWarnings,1,
layout,fin_util,17.61,%
worst_setup_path,r2r_slack,1.34,ns
route,wl_met3,125,µm
placement,dp_slack,0.1160,ns
route,top_layer,"met4",
sta,max_freq,337.6,MHz
power,p_leak,0.5156,nW
worst_setup_path,cp_max_fo,2,
clock_network,cts_resized,0,
global_routing,grt_pass1_vias,917,
placement,placed_area,1406,µm²
clock_network,cts_buffers,3,
die,die.size.y,113,µm
clock_network,cts.clk_slew.worst_paths,0.06,ns
die,coreArea,8299,µm²
clock_network,ctsLongestPathBuffers,2,
min_path,hp-start,"count_reg[15]",
sta,slew_headroom,49.23,%
route,met2_length,1644,µm
global_routing,gr-total-overflow,0,
sta,final-hold-violation-count,0,
clock_network,root_buffer,"clkbuf_8",
route,antenna_cells,0,
route,via_per_inst,3.884,
die,die_x,113,µm
die,row_count,33,
sta,worst_pin_slew,0.7592,ns
yosys,yosysUniqueCellTypes,34,
yosys,synth_seq_share,36.12,%
power,power,0.6163,mW
layout,lay_top_cells,"xnor2_1, clkdlybuf4s50_1, dfrtp_1, nand2_1, a21oi_1",
global_routing,grt_max_degree,17,
route,num_vias,936,
worst_setup_path,worst_setup_path_start_kind,"input port",
placement,port_buffers,19,
layout,instances_no_fill,241,
sta,slew_violations,0,
global_routing,grt_usage,4.335,%
sta,fin_tns_setup,0,ns
yosys,numSynthFlops,16,
clock_network,cts_max_level,1,
die,fp_util,13.36,%
sta,setup_viol,0,
placement,gp_congestion,0.8389,
yosys,yosys_area,1109,µm²
worst_setup_path,endpoint_kind,"primary output",
route,drt_iter0_drc,97,
placement,dp_hpwl,2222,µm
sta,rsz0062_at_grt,"false",
min_path,min_to,"count_reg[15]",
yosys,topCellsByArea,"dfrtp_1, xnor2_1, nand4_1, a21oi_1, nor4_4",
yosys,top_area_share,36.12,%
yosys,synthesis.instances,118,
clock_network,postCtsSetupRepairBufs,0,
worst_setup_path,r2r-end,"count_reg[13]",
job,drv_cap,0,
sta,layout_min_cycle_time,2.962,ns
power,ir_drop,0.0001476,V
sta,final.setup.worst_slack,0.1379,ns
worst_setup_path,worstPathArrival,2.34,ns
yosys,yosysCellCount,118,
route,ant_nets,0,
worst_setup_path,timing.rr.start,"count_reg[4]",
layout,mostFrequentLayoutCell,"xnor2_1",
yosys,top_area_cell,"dfrtp_1",
sta,hold_slack,0.5942,ns
route,wl_met1,1010,µm
layout,fill_cells,892,
worst_setup_path,r2r_cells,5,
route,first_pass_iters,4,
clock_network,ctsHoldBuffers,0,
route,wl,2824,µm
layout,final_area,1461,µm²
clock_network,cts_tree,"yes",
worst_setup_path,crit_type,"input port to primary output",
clock_network,clk_latency,0.25,ns
min_path,min_path_type,"flip-flop to flip-flop",
placement,dp_cells,237,
min_path,hold_depth,3,
layout make-up:
cell class | count | area (µm²) | share of cell area [%]
Clock buffer | 4 | 55.05 | 3.767
Inverter | 4 | 15.01 | 1.027
Multi-Input combinational cell | 91 | 654.4 | 44.78
Sequential cell | 16 | 400.4 | 27.40
Tap cell | 105 | 131.4 | 8.990
Timing Repair Buffer | 21 | 205.2 | 14.04
worst max path at each step:
stage | slack [ns] | startpoint | endpoint
global route | 0.03 | prescale[15] | baudtick
CTS | 0.1 | prescale[15] | baudtick
finish | 0.14 | prescale[10] | baudtick
cell usage after synthesis (all sizes together):
cell	number
a211oi	2
a21o	1
a21oi	9
a22oi	2
a2bb2oi	1
a31o	2
a31oi	1
and3	2
and4	1
buf	3
clkbuf	4
dfrtp	16
ha	1
inv	4
mux2	1
mux2i	2
nand2	11
nand2b	1
nand3	5
nand4	9
nor2	6
nor3	3
nor4	4
o21ai	2
o2bb2ai	3
o31a	1
xnor2	21
report_power, final:
part | internal, mW | switching, mW
clock | 0.113 | 0.0734
sequential | 0.234 | 0.0489
combinational | 0.0802 | 0.0671
total | 0.427 | 0.189
metal layers:
layer | track usage (%) | vias up
met2 | 8.410 | 16
li1 | - | 463
met3 | 1.068 | 5
met1 | 4.667 | 452
met4 | 0.5922 | 0
met5 | 0 | -
logic make-up (layout without fill, tap and decap cells):
logic type                 count (synthesis)  after routing  share of synthesized area [%]
xor gates and xnor gates                  21             21                          16.59
muxes                                      3              3                          2.822
buffers and inverters                     11             29                          4.853
AOI/OAI and AO/OA                         24             24                          15.01
and+or+nand+nor                           42             42                          23.48
adders and majority gates                  1              1                          1.128
DFF                                       16             16                          36.12
critical path, stage by stage:
cell	delay (ns)
clkdlybuf4s50_1	0.45
xnor2_1	0.25
nand4_1	0.17
nor4_4	0.32
clkdlybuf4s50_1	0.53
Power figures rest on the tool's default switching activity, not on a simulated workload.
